$ cat /design/flow/run.sh
#!/bin/bash
# OpenROAD 26Q1-2900-gdf79404cd8, Yosys 0.63+post, stock flow scripts
make -C /OpenROAD-flow-scripts/flow DESIGN_CONFIG=/design/flow/config.mk WORK_HOME=/design/flow/orfs finish
$ cat /design/flow/config.mk
export PLATFORM = sky130hd
export DESIGN_NAME = clk
export DESIGN_NICKNAME = clk
export VERILOG_FILES = /design/flow/design.v
export SDC_FILE = /design/flow/constraint.sdc
export NUM_CORES = 4
export LEC_CHECK = 1
export CORE_UTILIZATION = 50
$ cat /design/flow/design.v
`timescale 1ns / 1ps
module clk(
 input clk_100MHz,   
   output reg clk_2Hz,     
   output reg clk_1Hz,     
   output reg clk_fast,    
   output reg clk_adjust   
    );
    reg [23:0] counter_2Hz;
    reg [24:0] counter_1Hz;
    reg [9:0] counter_fast;
    reg [22:0] counter_adjust;
    initial begin 
         clk_2Hz <= 0;
         clk_1Hz <= 0;
         clk_fast <= 0;
         clk_adjust <= 0;
     counter_2Hz <= 0;
       counter_1Hz <= 0;
       counter_fast <=0;
       counter_adjust <= 0;
    end
    always @(posedge clk_100MHz) begin
        counter_2Hz <= counter_2Hz + 1;
        counter_1Hz <= counter_1Hz + 1;
        counter_fast <= counter_fast + 1;
        counter_adjust <= counter_adjust + 1;
        if (counter_2Hz == 500000000) begin
            clk_2Hz <= ~clk_2Hz;
            counter_2Hz <= 0;
        end
        if (counter_1Hz == 100_00_000) begin
            clk_1Hz <= ~clk_1Hz;
            counter_1Hz <= 0;
        end
        if (counter_fast == 1000000) begin
            clk_fast <= ~clk_fast;
            counter_fast <= 0;
        end
        if (counter_adjust == 500000) begin
            clk_adjust <= ~clk_adjust;
            counter_adjust <= 0;
        end
    end
endmodule
$ cat /design/flow/constraint.sdc
current_design clk

set clk_period 5.3
set clk_io_pct 0.2

create_clock -name clk0 -period $clk_period [get_ports {clk_100MHz}]

set non_clock_inputs [all_inputs -no_clocks]
set_input_delay [expr $clk_period * $clk_io_pct] -clock clk0 $non_clock_inputs
set_output_delay [expr $clk_period * $clk_io_pct] -clock clk0 [all_outputs]
==> reports/metrics.csv <==
metric,value,unit
rsz0062_at_grt,no,
rows,23,
post_cts_resized,0,
drt-total-wl,3724,um
fp.dieH,68.31,um
firstDrtPassIters,4,
start_kind,register,
cp_slowest_stage_delay,0.46,ns
dp_hpwl,2729,um
cts.clk_slew.worst_paths,0.08,ns
post_cts_buffers,0,
holdPathStages,1,
gr-total-overflow,0,
grt_pass1_wl,6513,um
cts_tree,yes,
port_buffers,2,
finalHoldViolCount,0,
vias_per_cell,5.666,
finalClockPeriodUsage,40.94,%
cp_cell_sequence,clkdlybuf4s50_1,
total_power,0.5994,mW
final_common_cell,dfxtp_1,
place.gp.congestion,0.8477,
netlist_area,2198,um2
setup_viol,0,
grt_pass1_vias,1385,
critPathRequiredTime,4.24,ns
synthToLayoutAreaGrowth,7.171,%
crit_buf_inv,1,
ys_types,35,
post-route-util,57.25,%
die_area,4666,um2
h-tree-depth,2,
path_delay_family,buffers and inverters,
r2r_cells,6,
relSlewSlack,48.32,%
holdCritStartpoint,counter_1Hz[24]$_SDFF_PN0_,
r2r_setup_slack,3.29,ns
clkSinkCount,50,
yosysWarnings,1,
grt_start_max_net_pins,15,
avgSynthCellArea,9.517,um2
cts_buffers,5,
cts_root_buffer,clkbuf_8,
tightest_slew,0.7723,ns
ys_ff,50,
endpoint_kind,primary output,
yosys_cells,231,
clk_latency,0.30,ns
hold_ws,0.4679,ns
fp.dieW,68.31,um
antennaDiodeCount,0,
fp.coreArea,4115,um2
layout-drive-gt1-share,7.595,%
drt_iter0_drc,84,
crit_type,register to primary output,
ant_nets,0,
vias,1626,
yosys-stat-area,2198,um2
final_layout_top_logic_cells,"dfxtp_1 (48), xnor2_1 (31), nor2_1 (24)",
p_leak,0.7742,nW
setup-tns-final,0,ns
crit_path_max_fanout,2,
hp-class,register to register,
clockBufferDepth,2,
period_minus_slack,2.170,ns
fp_util,53.42,%
status,"complete, no violations",
clock_skew,0.003880,ns
drv_slew,0,
r2r_end,clk_1Hz$_DFFE_PN_,
arrival,1.11,ns
slowest_stage,clkdlybuf4s50_1,
max_freq,460.9,MHz
ctsHoldBuffers,0,
r2r-start,counter_1Hz[0]$_SDFF_PN0_,
drc,0,
cap_violations,0,
antenna_found_initial,0,
seq_area_frac_synth,46.44,%
hold_path_end,counter_1Hz[24]$_SDFF_PN0_,
ir_drop,0.1896,mV
grt.total_usage,18.89,%
p_per_area,254.4,nW/um2
netlist_instances,231,
num_io_pins,5,
warning_count,27,
drt-wirelength-per-cell,12.98,um
area by class of cell:
type                       count  area (um2)
sequential                    50        1021
clock inverter                 1       5.005
clock buffer                   7       86.33
multi-input combinational    163        1105
tap                           50       62.56
fill                         358        1759
timing repair buffer           3       27.53
inverter                      13       48.80
logic make-up (layout without fill, tap and decap cells):
| family | Yosys count | in the layout | synth area share (%) |
|---|---|---|---|
| compound gates | 10 | 10 | 3.017 |
| xor+xnor | 39 | 39 | 15.54 |
| fa+ha+maj | 4 | 4 | 2.277 |
| buf+inv | 19 | 24 | 3.756 |
| flops | 50 | 50 | 46.44 |
| other cells | 1 | 2 | 0.1706 |
| simple gates | 108 | 108 | 28.80 |
stage by stage:
stage	cell area (um2)	cells	setup slack [ns]
6_report	2356	287	3.130
3_3_place_gp	2265	279	3.305
5_1_grt	2356	287	3.046
2_1_floorplan	2202	232	3.561
3_5_place_dp	2265	279	3.265
4_1_cts	2356	287	3.106
sequential cells by signal, indices dropped and copies added, names as in the netlist:
| register | count |
|---|---|
| clk_1Hz | 1 |
| clk_adjust | 1 |
| counter_1Hz | 25 |
| counter_adjust | 23 |
layer usage:
layer | GRT usage, % | part of all wire, % | wire length (um) | vias to the layer above
li1 | - | - | - | 826
met1 | 34.13 | 54 | 2029 | 759
met2 | 24.75 | 40 | 1492 | 34
met3 | 2.703 | 4.2 | 155 | 7
met4 | 2.083 | 1.2 | 46 | 0
met5 | 0 | 0 | 0 | -
cell usage after synthesis, drive strengths merged:
library cell  instances  area share, %
a31o                  2           0.80
dfxtp                48             44
a31oi                 1           0.28
conb                  1           0.17
inv                  13            2.2
or4                   3            1.2
o21ai                 2           0.46
a2111oi               1           0.40
nand3                17            4.4
nor2b                 2           0.57
nand2                13            2.2
nor4b                 8            3.2
a21oi                 4            1.1
clkbuf                2           0.40
nand4                17            5.4
nor3b                 1           0.34
or3                   2           0.57
edfxtp                2            2.7
nor3                  7            1.6
and3                  3           0.85
nor2                 24            4.1
xnor2                31             12
and4                  2           0.80
xor2                  8            3.2
ha                    4            2.3
buf                   4            1.1
nor4                  9            3.5
how the worst max path moves through the flow:
stage | startpoint | endpoint | slack (ns) | cells after the start
after CTS | clk_1Hz$_DFFE_PN_ | clk_1Hz | 3.11 | 1
after global routing | clk_1Hz$_DFFE_PN_ | clk_1Hz | 3.05 | 1
final | clk_1Hz$_DFFE_PN_ | clk_1Hz | 3.13 | 1
where the power goes:
part,internal [mW],switching [mW],total (mW)
sequential,0.377,0,0.377
combinational,0,0.0000212,0.0000215
clock,0.105,0.117,0.222
total,0.483,0.117,0.599
Power and IR drop assume default switching activity.
